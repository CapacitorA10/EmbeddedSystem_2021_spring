==> /design/flow/design.v <==
module SOBEL(
    input wire [7:0] p0, p1, p2, p3, p5, p6, p7, p8,  
    output wire [7:0] out                             
    );
    wire signed [10:0] gx, gy;            
    wire signed [10:0] abs_gx, abs_gy;	 
    wire [10:0] sum;			         
    assign gx = ((p2-p0)+((p5-p3)<<1)+(p8-p6));  
    assign gy = ((p0-p6)+((p1-p7)<<1)+(p2-p8));  
    assign abs_gx = (gx[10]? ~gx+1 : gx);	 
    assign abs_gy = (gy[10]? ~gy+1 : gy);	 
    assign sum = (abs_gx+abs_gy);				 
    assign out = (|sum[10:8])?8'hff : sum[7:0];	 
endmodule
module TOP(
        input   wire    [ 2:0]   addr,
        output  reg     [31:0]   rdata,      
        input   wire    [31:0]   wdata,      
        input   wire             cs,
        input   wire             read,
        input   wire             write,
        input   wire            clk,
        input   wire            rst
);
    wire [7:0] p00, p01, p02, p03; 
    wire [7:0] p10, p11, p12, p13;
    wire [7:0] p20, p21, p22, p23;
    wire [7:0] p30, p31, p32, p33;
    reg [31:0] data0, data1, data2, data3;
    wire [7:0] out_p0, out_p1, out_p2, out_p3;  
    always @ (posedge clk)
        if(cs & write) 
            case(addr)
                3'b000: data0 <= wdata;  
                3'b001: data1 <= wdata;  
                3'b010: data2 <= wdata;  
                3'b011: data3 <= wdata;  
            endcase
    assign p00 = data0[31:24];
    assign p01 = data0[23:16];
    assign p02 = data0[15: 8];
    assign p03 = data0[ 7: 0];
    assign p10 = data1[31:24];
    assign p11 = data1[23:16];
    assign p12 = data1[15: 8];
    assign p13 = data1[ 7: 0];
    assign p20 = data2[31:24];
    assign p21 = data2[23:16];
    assign p22 = data2[15: 8];
    assign p23 = data2[ 7: 0];
    assign p30 = data3[31:24];
    assign p31 = data3[23:16];
    assign p32 = data3[15: 8];
    assign p33 = data3[ 7: 0];
    SOBEL U0 (.p0(p00), .p1(p01), .p2(p02), .p3(p10), .p5(p12), .p6(p20), .p7(p21), .p8(p22),
                .out(out_p0));
    SOBEL U1 (.p0(p01), .p1(p02), .p2(p03), .p3(p11), .p5(p13), .p6(p21), .p7(p22), .p8(p23),
                .out(out_p1));
    SOBEL U2 (.p0(p10), .p1(p11), .p2(p12), .p3(p20), .p5(p22), .p6(p30), .p7(p31), .p8(p32),
                .out(out_p2));
    SOBEL U3 (.p0(p11), .p1(p12), .p2(p13), .p3(p21), .p5(p23), .p6(p31), .p7(p32), .p8(p33),
                .out(out_p3));
    always @ (posedge clk)
        if(cs & read)
            case(addr)
                3'b000: rdata <= data0;  
                3'b001: rdata <= data1;  
                3'b010: rdata <= data2;  
                3'b011: rdata <= data3;  
                3'b100: rdata <= {out_p0, out_p1, out_p2, out_p3};  
                default: rdata <= 32'd0;
            endcase
endmodule
==> /design/flow/run.sh <==
#!/bin/bash
# OpenROAD 26Q1-2900-gdf79404cd8, Yosys 0.63+post, stock flow scripts
make -C /OpenROAD-flow-scripts/flow DESIGN_CONFIG=/design/flow/config.mk WORK_HOME=/design/flow/orfs finish
==> /design/flow/config.mk <==
export PLATFORM = sky130hd
export DESIGN_NAME = TOP
export DESIGN_NICKNAME = TOP
export VERILOG_FILES = /design/flow/design.v
export SDC_FILE = /design/flow/constraint.sdc
export NUM_CORES = 4
export LEC_CHECK = 1
export CORE_UTILIZATION = 50
==> /design/flow/constraint.sdc <==
current_design TOP

set clk_period 17.9
set clk_io_pct 0.2

create_clock -name clk0 -period $clk_period [get_ports {clk}]

set non_clock_inputs [all_inputs -no_clocks]
set_input_delay [expr $clk_period * $clk_io_pct] -clock clk0 $non_clock_inputs
set_output_delay [expr $clk_period * $clk_io_pct] -clock clk0 [all_outputs]
==> qor.txt <==
netlist area before placement: 19400 sq um
status: completed
count of maximum capacitance violations: 0
power per cell area: 136 nW/um^2
clock tree sinks: 160
net switching share of the total power: 46.8%
instance count after placement with tap cells included: 2692
total of endpoints with negative setup slack in the final report: 0
CTS tree: done
Max-Slew Margin vs Limit: 41.5%
post-layout period usage of the worst path: 44.0%
Async S/R FF share, synth: 0%
Worst IR Drop VDD: 0.196 mV
count of instances resized after the clock tree is built: 0
number of levels the H-tree was split into: 4
Worst R2R Path Depth: 28
power share of the clock group: 12.7%
post-synthesis cell type count: 77
number of detailed-route iterations in the first pass: 5
pin count of the biggest net entering global routing: 38
worst-margin pin slew: 877 ps
total chip power: 0.00291 W
Synth area leaders: edfxtp_1 (25%), ha_1 (18%), fa_1 (8.2%), xnor2_1 (7.3%), inv_1 (6.1%)
flop-to-flop setup slack: 10020 ps
cell count in the Yosys report: 2127
CP most frequent cell: a21oi_1
area share of the leading cell type in the synthesized netlist: 24.7%
worst setup skew after layout: 14.9 ps
Arr. time, crit path: 7980 ps
destination of the worst register-to-register timing path: rdata[10]
part of the power in registers: 15.7%
buffer depth of the longest clock path: 2
DIE AREA: 39700 sq um
setup fix buffers added after clock tree synthesis: 0
maximum clock frequency: 127 MHz
CTS root buffer: clkbuf_16
ratio of routed vias to standard cells: 5.52
Syn. warnings: 1
leakage power: 9.72 nW
Placeable Area: 37900 sq um
class of the worst hold path: reg2reg
minimum clock period after layout: 7880 ps
Critical path destination: rdata[10]
setup total negative slack: 0 ps
Hold Vio Cnt, Final: 0
Crit-path slowest cell: a2111oi_4
via count of the first global-routing pass: 14900
cell count after synthesis: 2127
number of top-level pins: 72
yosys synthesis chip area: 19400 sq um
wire length of the first global-routing pass: 81100 microns
total length of routed wires: 51800 microns
Critical Path Source Type: register
global route total overflow: 0
leading area contributor after synthesis: edfxtp_1
clock slew at reported path FFs: 70 ps
register share after synthesis: 24.7%
main flop type: edfxtp_1
RSZ-0062 raised after global routing: false
flip-flops with a built-in enable: 160
final worst slack: 10020 ps
Worst Path Required: 18000 ps
final core utilization: 56.2%
DR vias: 15000
number of non-filler instances in the completed layout: 2722
number of buffers inserted during clock tree synthesis: 17
switching power total: 0.00136 W
standard-cell row count: 71
Critical Path Fanout Max: 10
effective utilization at floorplan: 51.2%
category of the most critical setup path: reg2reg
Setup crit end kind: register
area added between synthesis and finish: 9.75%
chip height: 199 microns
diodes inserted: 0
drt initial violations: 526
combinational share of power: 71.6%
All-Layer GR Usage: 28.6%
beginning of the critical path: data1[16]
Routed Antenna Nets: 0
Routability Congestion: 0.943
clock latency reported for the late side of the worst-skew pair: 440 ps
half-perimeter wire length after placement: 42200 microns
PortBufs: 70
average routed wire per standard cell: 19.0 microns
internal power consumption: 0.00155 W
overall die width: 199 microns
longest individual stage delay on the worst path: 690 ps
fraction of layout instances using a drive strength above 1: 3.35%
count of warning messages emitted by the tools: 26
flop and latch count out of synthesis: 160
residual DRC count: 0
synthesized area per cell: 9.14 sq um
startpoint of the worst register-to-register path: data1[16]
Setup WS pre-CTS: 10020 ps
hold-fix buffers at CTS: 0
final count of pins violating max slew: 0
initial antenna violation count: 0
-- power groups by stage --
| stage | Sequential [W] | Combinational, W | Clock [W] |
|---|---|---|---|
| CTS | 0.000456 | 0.00209 | 0.000374 |
| global route | 0.000458 | 0.00233 | 0.000388 |
| finish | 0.000456 | 0.00208 | 0.000368 |
-- layer usage --
layer | GRT usage [%] | routed length [microns] | part of all wire (%)
met5 | 5.36 | 224 | 0.43
met4 | 2.96 | 675 | 1.3
met3 | 11.4 | 4900 | 9.5
met2 | 42.4 | 22500 | 43
met1 | 42.1 | 23600 | 45
-- through the flow --
stage / instance area (sq um) / hold WS (ps)
finish: 21300 / 825
global route: 21300 / 870
CTS: 21300 / 827
detailed placement: 20800 / 826
global placement: 20800 / 811
floorplan: 19400 / 666
-- kinds of logic (layout without fill, tap and decap cells) --
logic type	Yosys count	in the layout	share of synthesized area [%]
AND-OR/OR-AND	518	518	17.8
AND/OR/NAND/NOR	480	480	12.5
multiplexers	8	8	0.464
adder cells (fa/ha/maj)	356	356	26.0
XOR/XNOR	260	260	11.8
flip-flops	160	160	24.7
buffers and inverters	345	429	6.72
-- worst max-delay path: cells and delay by family (launching register included) --
kind / cells / cell delay (ps)
and+or+nand+nor: 6 / 1140
AOI/OAI and AO/OA: 12 / 2890
muxes: 1 / 430
DFF: 1 / 440
adders and majority gates: 5 / 1890
xor gates and xnor gates: 1 / 550
buffers and inverters: 3 / 220
-- worst min-delay path by stage --
stage	start	end	slack, ps	cells past startpoint
after CTS	data2[27]	rdata[27]	830	3
after global routing	data2[27]	rdata[27]	870	3
final	data2[27]	rdata[27]	830	3
-- registers in the layout (all words and copies together) (netlist names) --
name,count
data1,32
data0,32
data2,32
rdata,32
data3,32
-- layout by cell type, fill, tap and decap left out, types with 17 or more instances in the layout --
master | Yosys | layout
a21o_1 | 86 | 86
a21oi_1 | 123 | 123
a22oi_1 | 49 | 49
clkbuf_16 | 0 | 17
clkdlybuf4s50_1 | 0 | 70
edfxtp_1 | 160 | 160
fa_1 | 80 | 80
ha_1 | 276 | 276
inv_1 | 316 | 316
nand2_1 | 128 | 128
nand2b_1 | 31 | 31
nor2_1 | 107 | 107
nor2b_1 | 30 | 30
nor3_1 | 56 | 55
o21a_1 | 20 | 20
o21ai_0 | 87 | 86
o21bai_1 | 46 | 46
xnor2_1 | 163 | 163
xor2_1 | 96 | 96
-- layout make-up --
| type | instances | area (sq um) |
|---|---|---|
| Clock buffer | 19 | 433 |
| Clock inverter | 11 | 118 |
| Fill cell | 3371 | 16600 |
| Inverter | 316 | 1190 |
| Multi-Input combinational cell | 1622 | 13300 |
| Sequential cell | 160 | 4800 |
| Tap cell | 511 | 639 |
| Timing Repair Buffer | 83 | 798 |
-- cells in the mapped netlist, drive strengths merged (24+ instances only) --
master and instances:
nor3 56, clkbuf 24, a21oi 123, xor2 97, nand2 128, a22oi 49
ha 276, o21bai 46, xnor2 163, o21ai 95, nor2 107, inv 316
nor2b 30, a21o 86, nand2b 31, edfxtp 160, fa 80
No activity file was given, so power comes from the tool's default toggle rates.
